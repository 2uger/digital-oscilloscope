==> /design/flow/design.v <==
module adc_driver (
    input s_clk_i,  
    input start_sample_i,  
    input channel_num_i,  
    output cs_o,  
    output din_o,  
    input dout_i,  
    output data_ready_o,
    output [9:0] data_o
);
    localparam IDLE = 0;  
    localparam START = 1;  
    localparam READING = 2;  
    localparam RESET = 3;  
    reg [1:0] state;
    reg [3:0] start_bits_counter;  
    reg [3:0] recv_bits_counter;  
    reg [9:0] buffer;  
    reg _cs_o;
    reg _din_o;
    reg _data_ready_o;
    reg [4:0] control_bit_selections;
    assign cs_o = _cs_o;
    assign din_o = _din_o;
    assign data_ready_o = _data_ready_o;
    assign data_o = buffer;
    initial begin
        state = IDLE;
        start_bits_counter = 0;
        recv_bits_counter = 0;
        buffer = 0;
        _data_ready_o = 0;
    end
    always @ (posedge s_clk_i) begin
        case (state)
            IDLE: begin
                if (start_sample_i) begin
                    state <= RESET;
                end else
                    state <= IDLE;
            end
            READING: begin
                buffer[recv_bits_counter] <= dout_i;
                if (recv_bits_counter == 9) begin
                    _data_ready_o <= 1;
                    state <= RESET;
                end else
                    state <= READING;
                recv_bits_counter <= recv_bits_counter + 1;
            end
        endcase
    end
    always @ (negedge s_clk_i) begin
        case (state)
            RESET: begin
                case (channel_num_i)
                    1: 
                        control_bit_selections = 5'b00011;
                    2:
                        control_bit_selections = 5'b11001;
                endcase
                start_bits_counter <= 0;
                recv_bits_counter <= 0;
                _cs_o <= 1;
                state <= START;
            end
            START: begin
                if (start_bits_counter == 5)
                    state <= START;
                else if (start_bits_counter == 6)
                    state <= START;
                else if (start_bits_counter == 7) begin
                    recv_bits_counter <= 0;
                    state <= READING;
                end else
                    _din_o <= control_bit_selections[start_bits_counter];
                start_bits_counter <= start_bits_counter + 1;
                _data_ready_o <= 0;
                _cs_o <= 0;
            end
        endcase
    end
endmodule
==> /design/flow/run.sh <==
#!/bin/bash
# OpenROAD 26Q1-2900-gdf79404cd8, Yosys 0.63+post, stock flow scripts
make -C /OpenROAD-flow-scripts/flow DESIGN_CONFIG=/design/flow/config.mk WORK_HOME=/design/flow/orfs finish
==> /design/flow/config.mk <==
export PLATFORM = sky130hd
export DESIGN_NAME = adc_driver
export DESIGN_NICKNAME = adc_driver
export VERILOG_FILES = /design/flow/design.v
export SDC_FILE = /design/flow/constraint.sdc
export NUM_CORES = 4
export LEC_CHECK = 1
export CORE_AREA = 10 10 70 70
export DIE_AREA = 0 0 80 80
==> /design/flow/constraint.sdc <==
current_design adc_driver

set clk_period 2.6
set clk_io_pct 0.2

create_clock -name clk0 -period $clk_period [get_ports {s_clk_i}]

set non_clock_inputs [all_inputs -no_clocks]
set_input_delay [expr $clk_period * $clk_io_pct] -clock clk0 $non_clock_inputs
set_output_delay [expr $clk_period * $clk_io_pct] -clock clk0 [all_outputs]
==> impl_metrics.sql <==
-- physical implementation figures
INSERT INTO impl_metrics (metric_group, metric, value, unit) VALUES
('status', 'last-stage-reached', '1_2_yosys', ''),
('synth', 'ys_sh_simple', '0.146', ''),
('synth', 'yosys_warnings', '1', ''),
('synth', 'yosysTopAreaCell', 'sky130_fd_sc_hd__edfxtp_1', ''),
('synth', 'share_of_flip_flops_with_an_asynchronous_set_or_reset_after_synthesis', '0', ''),
('status', 'toolErrorMsg', 'ERROR: Found 2 problems in ''check -assert''.', ''),
('synth', 'yosysChipArea', '608', 'um^2'),
('synth', 'edf_count', '11', ''),
('synth', 'synthXorXnorAreaFrac', '0.0144', ''),
('synth', 'synthAdderAreaFrac', '0.0617', ''),
('synth', 'cells_yosys', '53', ''),
('synth', 'ys_types', '22', ''),
('synth', 'synth.yosys.seq_area_share', '0.543', ''),
('synth', 'post_synth_main_area_contributors', 'sky130_fd_sc_hd__edfxtp_1 54%, sky130_fd_sc_hd__buf_4 12%, sky130_fd_sc_hd__ha_1 6.2%, sky130_fd_sc_hd__inv_1 3.1%, sky130_fd_sc_hd__nor2_1 2.5%', ''),
('status', 'status', 'stopped before the end', ''),
('synth', 'synth_top_flop_cell', 'sky130_fd_sc_hd__edfxtp_1', ''),
('synth', 'post_synth_ao_oa_area_fraction', '0.0453', ''),
('synth', 'netlist.area_leader.share', '0.543', ''),
('synth', 'post_synth_main_logic_family', 'buffers and inverters', ''),
('synth', 'synthMuxAreaShare', '0.0165', ''),
('synth', 'synth-seq-cells', '11', '');
## logic make-up after synthesis
group | count (synthesis)
AOI/OAI and AO/OA | 4
xor gates and xnor gates | 1
adders and majority gates | 3
buffers and inverters | 17
DFF | 11
muxes | 1
other | 1
and+or+nand+nor | 15
## synth_stat cells, types with 2 or more instances
master / n
sky130_fd_sc_hd__inv_1: 5
sky130_fd_sc_hd__buf_4: 10
sky130_fd_sc_hd__nand2b_1: 2
sky130_fd_sc_hd__ha_1: 3
sky130_fd_sc_hd__edfxtp_1: 11
sky130_fd_sc_hd__clkbuf_1: 2
sky130_fd_sc_hd__nor2_1: 4
sky130_fd_sc_hd__a21oi_1: 2
