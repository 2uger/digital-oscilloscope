===== design/flow/run.sh =====
#!/bin/bash
# OpenROAD 26Q1-2900-gdf79404cd8, Yosys 0.63+post, stock flow scripts
make -C /OpenROAD-flow-scripts/flow DESIGN_CONFIG=/design/flow/config.mk WORK_HOME=/design/flow/orfs finish

===== design/flow/config.mk =====
export PLATFORM = sky130hd
export DESIGN_NAME = computation
export DESIGN_NICKNAME = computation
export VERILOG_FILES = /design/flow/design.v
export SDC_FILE = /design/flow/constraint.sdc
export NUM_CORES = 4
export LEC_CHECK = 1
export CORE_UTILIZATION = 50

===== design/flow/constraint.sdc =====
current_design computation

set clk_period 4.6
set clk_io_pct 0.2

create_clock -name clk0 -period $clk_period [get_ports {clk_i}]

set non_clock_inputs [all_inputs -no_clocks]
set_input_delay [expr $clk_period * $clk_io_pct] -clock clk0 $non_clock_inputs
set_output_delay [expr $clk_period * $clk_io_pct] -clock clk0 [all_outputs]

===== design/flow/design.v =====
module computation # (parameter DATA_SIZE=12,
                      parameter ADDR_SIZE=8)
                     (input clk_i,
                      input rst_i,
                      input [DATA_SIZE-1:0] sample_data_i,
                      input trigger_i,
                      output reg [DATA_SIZE-1:0] volt_max_o,
                      output reg [DATA_SIZE-1:0] volt_min_o,
                      output reg freq_o);
    reg [DATA_SIZE-1:0] max_t;
    reg [DATA_SIZE-1:0] min_t;
    always @ (posedge clk_i or negedge rst_i) begin
        if (!rst_i) begin
            volt_max_o <= 0;
            volt_min_o <= 0;
            max_t <= 0;
            min_t <= 2048;
            freq_o <= 0;
        end else begin
            if (trigger_i) begin
                {volt_max_o, volt_min_o} <= {max_t, min_t};
                max_t <= 0;
                min_t <= 2048;
            end else begin
                if (sample_data_i > max_t) max_t <= sample_data_i;
                if (sample_data_i < min_t) min_t <= sample_data_i;
            end
        end
    end
endmodule

==> out/qor.yml <==
reg2reg_setup_slack_ns: 2.30
path_cells: "clkdlybuf4s50_1 > ha_1 > nand2_1 > nor4_1 > a21o_1 > mux2i_1 > o311ai_1"
skew_ns: 0.00828
hp-start: "max_t[7]"
worstPathRequired_ns: 4.76
cts_max_path_buffers: 2
drive_gt1_share_pct: 12.2
report.final.slew_viol_count: 0
hold_viol: 0
cp_num_buf_inv: 1
firstDrtPassIters: 5
grt_pass1_vias: 2248
fillCellCount: 507
antenna_found_initial: 0
top_cell_area_share_pct: 39.5
flop_cell: "dfrtp_1"
cp-start-kind: "input pin"
drv_cap: 0
fp.coreArea_um2: 5610
r2r_end: "min_t[11]"
placed_area_um2: 3390
outcome: "finished clean"
critPathCaptureType: "flip-flop"
fin_setup_tns_ns: 0
crit_arrival_ns: 3.02
syn_area_um2: 2980
syn_avg_cell_area_um2: 9.22
io_buffers: 38
dp_worst_setup_slack_ns: 1.43
topCellsByArea: "dfrtp_1 39%, ha_1 9.7%, mux2_2 9.1%"
power_mw: 1.54
cts_max_level: 2
rsz0062_at_grt: "false"
detail_route.wl_per_cell_um: 15.4
track_usage_pct: 23.0
syn_inst: 323
slew_headroom_pct: 43.2
diodes: 0
fp.dieW_um: 79.2
ios: 40
yosys_area_um2: 2980
reg2reg_from: "min_t[11]"
routed_wl_um: 6530
synth_flops: 48
chipArea_um2: 6270
met2_usage_pct: 33.4
cts_resized: 0
grt_pass1_wl_um: 11100
grt_max_degree: 50
top_area_cell: "dfrtp_1"
fin_ws_ns: 1.74
finalWeightedCongestion: 0.870
vias_per_cell: 5.72
p_leak_nw: 1.58
overflow: 0
peakVddDrop_mv: 0.213
num_rows: 27
timing.final.crit_share_pct: 62.1
max_freq_ghz: 0.350
tightestPinTransition_ns: 0.849
yosys_warnings: 1
warnings: 26
critPathMaxFanout: 13
finalSetupViolCount: 0
yosys_cells: 323
numCtsBuffers: 5
initial_core_util_pct: 53.1
clk-insertion-delay-late_ns: 0.29
cts.sinks: 48
syn2layout_area_growth_pct: 17.5
power-per-cell-area_nw_per_um2: 440
dp_hpwl_um: 4580
met1_usage_pct: 39.4
cts_tree: "done"
cp_slowest_cell: "a21o_1"
synth-async-reset-ratio_pct: 100
grt_busiest_layer: "met1"
ctsHoldBuffers: 0
drc: 0
critPathTopFamily: "AND-OR/OR-AND gates"
final_util_pct: 62.4
lay_top_cells: "47 x dfrtp_1, 36 x clkdlybuf4s50_1, 35 x nor2_1"
synth.distinct_cells: 35
hold_class: "reg -> reg"
ys_seq_share_pct: 40.4
path_clk_slew_ns: 0.08
cts-root-buf: "clkbuf_8"
cts_setup_buffers: 0
reg2reg_depth: 6
fin_crit_ns: 2.86
hold_depth: 1
path_class: "in -> reg"
drtIter0Drc: 185
edf_count: 0
use_met3_pct: 3.03
route.vias.total: 2433
slowest_delay_ns: 0.60
min_to: "volt_max_o[7]"
path_depth: 7
chipHeight_um: 79.2
fin_area_um2: 3500
mostFrequentLayoutCell: "dfrtp_1"
drt.antenna.violating_nets: 0
==> routing by layer <==
layer | share of wire, % | wire (um) | vias to the layer above
met4 | 0.46 | 30 | 0
met5 | 0 | 0 | -
li1 | - | - | 1221
met3 | 4.8 | 312 | 5
met2 | 44 | 2900 | 64
met1 | 50 | 3290 | 1143
==> worst max-delay path by stage <==
stage                       startpoint        to
final                 sample_data_i[7]  min_t[5]
after global routing  sample_data_i[7]  min_t[9]
after CTS             sample_data_i[7]  min_t[5]
==> cell families (layout without fill, tap and decap cells) <==
logic type      after synthesis  after routing  synth area share [%]
flops                        48             48                  40.4
compound gates               55             55                  12.5
buf+inv                      48             78                  6.47
other cells                   1              1                 0.126
simple gates                113            113                  18.1
fa+ha+maj                    23             23                  9.66
mux                          35             35                  12.8
==> where the power goes <==
group	total, mW	leakage (nW)	switching (mW)	internal (mW)
clock	0.296	0.0552	0.134	0.161
sequential	0.618	0.621	0.0726	0.546
combinational	0.625	0.903	0.313	0.313
total	1.54	1.58	0.520	1.02
==> flip-flops by register name, indices dropped and copies added, names as in the netlist <==
| register | count |
|---|---|
| max_t | 12 |
| min_t | 12 |
| volt_max_o | 12 |
| volt_min_o | 12 |
==> cell usage after synthesis, types with 2 or more instances <==
| master | n |
|---|---|
| buf_1 | 4 |
| mux2i_1 | 11 |
| ha_1 | 23 |
| nor2_1 | 35 |
| nand4_1 | 16 |
| a22oi_1 | 12 |
| nor2b_1 | 4 |
| nand3_1 | 23 |
| a211o_1 | 2 |
| nor3_1 | 12 |
| o21ai_0 | 14 |
| clkbuf_1 | 15 |
| o311ai_1 | 11 |
| dfrtp_1 | 47 |
| nand2_1 | 17 |
| o211ai_1 | 2 |
| inv_1 | 26 |
| a21oi_1 | 9 |
| mux2_2 | 24 |
==> stage by stage <==
stage / instances / hold slack (ns)
finish: 425 / 0.510
global route: 425 / 0.522
global placement: 417 / 0.489
detailed placement: 417 / 0.493
floorplan: 323 / 0.456
CTS: 425 / 0.513
==> area by class of cell <==
type	instances	area, um^2	area share (%)
clock buffer	6	72.6	2.07
tap	72	90.1	2.57
sequential	48	1200	34.3
inverter	26	97.6	2.79
multi-input combinational	227	1590	45.4
timing repair buffer	44	415	11.9
clock inverter	2	35.0	1.00
==> worst register-to-register path: stages, from the launching register on <==
cell	delay, ns
dfstp_2	0.54
inv_1	0.05
ha_1	0.31
nand4_1	0.46
inv_1	0.55
a211o_1	0.20
o211ai_1	0.08
Power is estimated from default activity; no workload was simulated.
