[design/flow/design.v]
module fifo # (parameter DATA_SIZE=12,
               parameter ADDR_SIZE=8)
              (input w_clk_i,  
               input w_rst_i,
               input r_clk_i,  
               input r_rst_i,
               input w_inc_i,  
               input r_inc_i,  
               input [DATA_SIZE-1:0] w_data_i,
               output [DATA_SIZE-1:0] r_data_o,
               output w_full_o,
               output r_empty_o);
    wire [ADDR_SIZE-1:0] wr_ptr_2;
    wire [ADDR_SIZE-1:0] w_ptr;
    wire [ADDR_SIZE-1:0] w_addr;
    write_ptr #(.ADDR_SIZE(ADDR_SIZE))
        wp (.clk_i(w_clk_i),
            .rst_i(w_rst_i),
            .wr_ptr_2_i(wr_ptr_2),
            .inc_i(w_inc_i),
            .ptr_o(w_ptr),
            .addr_o(w_addr),
            .fifo_full_o(w_full_o));
    wire [ADDR_SIZE-1:0] rw_ptr_2;
    wire [ADDR_SIZE-1:0] r_ptr;
    wire [ADDR_SIZE-1:0] r_addr;
    read_ptr #(.ADDR_SIZE(ADDR_SIZE))
        rp (.clk_i(r_clk_i),
            .rst_i(w_rst_i),
            .rw_ptr_2_i(rw_ptr_2),
            .inc_i(r_inc_i),
            .ptr_o(r_ptr),
            .addr_o(r_addr),
            .fifo_empty_o(r_empty_o));
    fifo_ram #(.DATA_SIZE(DATA_SIZE),
               .ADDR_SIZE(ADDR_SIZE))
        ram (.clk_i(w_clk_i),
             .w_en_i(w_inc_i),
             .w_addr_i(w_addr),
             .w_data(w_data_i),
             .r_addr_i(r_addr),
             .r_data_o(r_data_o));
    sync_pointer #(.ADDR_SIZE(ADDR_SIZE))
        sync_r2w (.clk_i(w_clk_i),
                  .rst_i(w_rst_i),
                  .ptr_i(r_ptr),
                  .ptr_o(wr_ptr_2));
    sync_pointer #(.ADDR_SIZE(ADDR_SIZE))
        sync_w2r (.clk_i(r_clk_i),
                  .rst_i(r_rst_i),
                  .ptr_i(w_ptr),
                  .ptr_o(rw_ptr_2));
endmodule
module fifo_ram # (parameter DATA_SIZE=12,
                   parameter ADDR_SIZE=8)
                  (input clk_i,
                   input w_en_i,
                   input [ADDR_SIZE-1:0] w_addr_i,
                   input [DATA_SIZE-1:0] w_data,
                   input [ADDR_SIZE-1:0] r_addr_i,
                   output [DATA_SIZE-1:0] r_data_o);
    reg [DATA_SIZE-1:0] memory [(2**ADDR_SIZE)-1:0];
    integer i;
    always @ (posedge clk_i) begin
        if (w_en_i)
            memory[w_addr_i] <= w_data;
    end
    assign r_data_o = memory[r_addr_i];
endmodule
module read_ptr #(parameter ADDR_SIZE=8)
                 (input clk_i,
                  input rst_i,
                  input [ADDR_SIZE-1:0] rw_ptr_2_i,
                  input inc_i,  
                  output [ADDR_SIZE-1:0] ptr_o,
                  output [ADDR_SIZE-1:0] addr_o,
                  output fifo_empty_o);
    wire _fifo_empty;
    assign _fifo_empty = (rw_ptr_2_i == bin_cnt);
    assign fifo_empty_o = _fifo_empty;
    reg [ADDR_SIZE-1:0] bin_cnt;
    wire [ADDR_SIZE-1:0] bin_n;
    always @ (posedge clk_i or negedge rst_i) begin
        if (!rst_i) bin_cnt <= 0;
        else bin_cnt <= bin_n;
    end
    assign bin_n = bin_cnt + (~_fifo_empty & inc_i);
    assign ptr_o = bin_cnt;
    assign addr_o = bin_cnt;
endmodule
module sync_pointer # (parameter ADDR_SIZE=8)
                      (input clk_i,
                       input rst_i,
                       input [ADDR_SIZE-1:0] ptr_i,
                       output [ADDR_SIZE-1:0] ptr_o);
     reg [ADDR_SIZE-1:0] ptr_o_1;
     reg [ADDR_SIZE-1:0] ptr_o_2;
     always @ (posedge clk_i or negedge rst_i) begin
        if (!rst_i)
            {ptr_o_2, ptr_o_1} <= 0;
        else
            {ptr_o_2, ptr_o_1} <= {ptr_o_1, ptr_i};
     end
     assign ptr_o = ptr_o_2;
endmodule
module write_ptr #(parameter ADDR_SIZE=8)
                  (input clk_i,
                   input rst_i,
                   input [ADDR_SIZE-1:0] wr_ptr_2_i,
                   input inc_i,  
                   output [ADDR_SIZE-1:0] ptr_o,
                   output [ADDR_SIZE-1:0] addr_o,
                   output fifo_full_o);
    wire _fifo_full;
    assign _fifo_full = (wr_ptr_2_i == bin_cnt_1);
    assign fifo_full_o = _fifo_full;
    reg [ADDR_SIZE-1:0] bin_cnt;
    reg [ADDR_SIZE-1:0] bin_cnt_1;
    wire [ADDR_SIZE-1:0] bin_n;
    wire [ADDR_SIZE-1:0] bin_n_1;
    always @ (posedge clk_i or negedge rst_i) begin
        if (!rst_i) begin
            bin_cnt <= 0; 
            bin_cnt_1 <= 1; 
        end else {bin_cnt, bin_cnt_1} <= {bin_n, bin_n_1};
    end
    assign bin_n = bin_cnt + (~_fifo_full & inc_i);
    assign bin_n_1 = bin_cnt_1 + (~_fifo_full & inc_i);
    assign ptr_o = bin_cnt;
    assign addr_o = bin_cnt;
endmodule
[design/flow/run.sh]
#!/bin/bash
# OpenROAD 26Q1-2900-gdf79404cd8, Yosys 0.63+post, stock flow scripts
make -C /OpenROAD-flow-scripts/flow DESIGN_CONFIG=/design/flow/config.mk WORK_HOME=/design/flow/orfs finish
[design/flow/config.mk]
export PLATFORM = sky130hd
export DESIGN_NAME = fifo
export DESIGN_NICKNAME = fifo
export VERILOG_FILES = /design/flow/design.v
export SDC_FILE = /design/flow/constraint.sdc
export NUM_CORES = 4
export LEC_CHECK = 1
export CORE_UTILIZATION = 50
[design/flow/constraint.sdc]
current_design fifo

set clk_period 62.6
set clk_io_pct 0.2

create_clock -name clk0 -period $clk_period [get_ports {r_clk_i}]
create_clock -name clk1 -period $clk_period [get_ports {w_clk_i}]

set non_clock_inputs [all_inputs -no_clocks]
set_input_delay [expr $clk_period * $clk_io_pct] -clock clk0 $non_clock_inputs
set_output_delay [expr $clk_period * $clk_io_pct] -clock clk0 [all_outputs]
==> summary.txt <==
Total negative slack for setup checks: 0 ns
Fill cell count: 17.4k
Core utilization before placement: 50.4%
PostCTS Resize Cnt: 0
Power per unit of standard cell area: 45.1 mW/mm2
First-pass GRT wire length: 501000 um
Placeable core area: 0.241 mm2
Util after Layout: 57.0%
Final Max Slew Viols: 0
Top cell type's share of synthesized area: 76.0%
Crit start category: flip-flop
TritonCTS clock tree: yes
Kind of critical path: reg -> out
Setup repair after global routing missed its margin: no
Chip Area, Yosys: 0.121 mm2
Worst slew slack as a fraction of its limit: 11.9%
Boundary pin count: 32
Post-synthesis cell area: 0.121 mm2
Total tool warning count: 35
Antenna-violating nets left: 0
Data arrival time of the critical path: 7.53 ns
Vias after detailed routing: 61.3k
Drt wl/cell: 36.6 um
Number of port buffers: 30
Total clock sinks: 3128
Post CTS Setup Buffer Count: 0
Die Ht: 495 um
Yosys Instances: 5779
Growth of design area from synthesis to finish: 13.2%
Total die size: 0.245 mm2
Placed Instances: 9122
Width of the chip: 495 um
Post-cts hold-fix buffer tally: 0
Critical path endpoint category: primary output
Maximum number of pins on one net before global-route repair: 138
Post-detailed-placement half-perimeter wirelength: 214000 um
Primary FF master, synth: sky130_fd_sc_hd__edfxtp_1
Drt total wl: 355000 um
Required time at the endpoint of the critical path: 50.08 ns
Drt pass-1 iters: 5
Register clock-pin slew on the reported worst setup and hold paths: 0.07 ns
Total setup violations reported at the end of the flow: 0
IR drop worst, VDD: 0.0000274 V
Adder Share, Synth: 0.0619%
Number of maximum-capacitance violations: 0
Post-route cell area: 0.137 mm2
Cell type with the highest aggregate area in the netlist: sky130_fd_sc_hd__edfxtp_1
Via count of the first global-routing pass: 66.4k
Avg Synthesized Cell Area: 21.0 um2
Asr flop ratio synth: 1.79%
Global-route usage over all layers: 33.7%
Layout Skew: 0.0437 ns
Multiplexer fraction of the synthesized cell area: 14.6%
Maximum fanout along the worst path: 32
Row count: 180
Post-layout instance count excluding filler cells: 9719
Leak pwr: 44.2 nW
Syn Inst Count: 5779
Initial drt markers: 4506
Sequential-to-total area share from yosys stat: 77.2%
Share of final-layout standard cells stronger than drive strength 1: 24.5%
DRC: 0
Count of state elements after synthesis: 3128
Count of different cell masters after synthesis: 84
Area of placed instances: 0.127 mm2
Post-layout total power: 6.20 mW
Routability cong.: 0.957
Most common logic cells in the final layout: 3072 x sky130_fd_sc_hd__edfxtp_1, 601 x sky130_fd_sc_hd__mux4_2, 472 x sky130_fd_sc_hd__buf_4
Comb area leader: multiplexers
Detail-routed via count per cell: 6.30
Antenna violations before repair: 13
Status: completed
Share of the synthesized netlist area taken by xor and xnor gates: 0.245%
Ao+oa area frac: 3.51%
Number of synthesized flops with an enable pin: 3072
Final hold vios: 0
Actual slew at the worst max-slew pin: 1.31 ns
Synthesis warning total: 4
Top cells by area in the synthesized netlist: sky130_fd_sc_hd__edfxtp_1 76%, sky130_fd_sc_hd__mux4_2 11%, sky130_fd_sc_hd__mux2i_1 3.2%
Simple Share, Synth: 2.40%
Global-route congestion overflow total: 0
Hold Path Class: reg -> reg
Most frequent logic cell in the layout: sky130_fd_sc_hd__edfxtp_1
==> critical path, stage by stage (launching register included) <==
cell                              delay (ns)
sky130_fd_sc_hd__dfrtp_4                0.82
sky130_fd_sc_hd__buf_4                  0.56
sky130_fd_sc_hd__buf_4                  0.62
sky130_fd_sc_hd__buf_4                  0.65
sky130_fd_sc_hd__buf_4                  0.49
sky130_fd_sc_hd__buf_4                  0.56
sky130_fd_sc_hd__mux4_2                 0.57
sky130_fd_sc_hd__mux2i_1                0.19
sky130_fd_sc_hd__o22ai_1                0.11
sky130_fd_sc_hd__nor4_1                 1.10
sky130_fd_sc_hd__o211ai_1               0.28
sky130_fd_sc_hd__nand4_1                0.30
sky130_fd_sc_hd__o31ai_1                0.28
sky130_fd_sc_hd__buf_4                  0.22
sky130_fd_sc_hd__clkdlybuf4s50_1        0.38
==> sequential cells by signal (all words and copies together) (netlist names) <==
| signal | flops |
|---|---|
| ram.memory | 3072 |
| rp.bin_cnt | 8 |
| sync_r2w.ptr_o_1 | 8 |
| sync_r2w.ptr_o_2 | 8 |
| sync_w2r.ptr_o_1 | 8 |
| sync_w2r.ptr_o_2 | 8 |
| wp.bin_cnt | 8 |
| wp.bin_cnt_1 | 8 |
==> path summary, 6_finish.rpt <==
kind / endpoint / start / slack, ns / cells after the start
max in group asynchronous: sync_w2r.ptr_o_2[5]$_DFF_PN0_ / r_rst_i / 49.51 / 1
setup / recovery: r_data_o[4] / rp.bin_cnt[0]$_DFF_PN0_ / 42.55 / 14
min in group clk0: sync_w2r.ptr_o_2[4]$_DFF_PN0_ / sync_w2r.ptr_o_1[4]$_DFF_PN0_ / 0.35 / 0
setup reg to reg: rp.bin_cnt[7]$_DFF_PN0_ / rp.bin_cnt[2]$_DFF_PN0_ / 58.74 / 7
min in group asynchronous: wp.bin_cnt_1[7]$_DFF_PN0_ / w_rst_i / 11.72 / 2
max in group clk1: ram.memory[7][0]$_DFFE_PP_ / w_inc_i / 48.20 / 6
hold reg to reg: sync_r2w.ptr_o_1[6]$_DFF_PN0_ / rp.bin_cnt[6]$_DFF_PN0_ / 0.22 / 1
hold / removal: sync_r2w.ptr_o_1[6]$_DFF_PN0_ / rp.bin_cnt[6]$_DFF_PN0_ / 0.22 / 1
==> power breakdown <==
| group | leakage, nW | internal (mW) | switching [mW] |
|---|---|---|---|
| Clock | 4.96 | 1.08 | 0.785 |
| Combinational | 11.0 | 0.693 | 1.27 |
| Sequential | 28.3 | 2.34 | 0.0394 |
==> area by class of cell <==
type | instances | area, um2 | area share, %
Sequential cell | 3128 | 93700 | 68.2
Multi-Input combinational cell | 2293 | 25400 | 18.5
Clock buffer | 417 | 8920 | 6.50
Timing Repair Buffer | 510 | 4040 | 2.94
Tap cell | 3185 | 3990 | 2.90
Clock inverter | 162 | 1230 | 0.897
Antenna cell | 18 | 45.0 | 0.0328
Inverter | 6 | 30.0 | 0.0219
==> stage by stage <==
step | setup slack [ns] | hold WS, ns
after CTS | 42.70 | 0.148
after global placement | 43.07 | 0.332
final | 42.55 | 0.221
after global routing | 42.19 | 0.165
after floorplan | 47.82 | 0.331
after detailed placement | 43.01 | 0.335
==> layer usage <==
layer,vias up,share of wire (%),track usage [%]
met3,755,19,27.6
met2,4355,46,46.0
met5,-,0.30,2.66
met1,30948,30,42.0
met4,45,4.5,11.4
li1,25172,-,-
==> logic make-up after synthesis <==
| logic type | count (synthesis) |
|---|---|
| AOI/OAI and AO/OA | 587 |
| xor gates and xnor gates | 34 |
| adders and majority gates | 6 |
| buffers and inverters | 358 |
| DFF | 3128 |
| muxes | 1007 |
| and+or+nand+nor | 659 |
==> Yosys cell counts (6+ instances only) <==
master	number
sky130_fd_sc_hd__nand2b_1	11
sky130_fd_sc_hd__buf_6	46
sky130_fd_sc_hd__nor2_1	322
sky130_fd_sc_hd__a21oi_1	91
sky130_fd_sc_hd__mux4_2	601
sky130_fd_sc_hd__buf_12	24
sky130_fd_sc_hd__mux2i_1	384
sky130_fd_sc_hd__nand2_1	133
sky130_fd_sc_hd__nand3_1	69
sky130_fd_sc_hd__mux2_2	16
sky130_fd_sc_hd__a211oi_1	19
sky130_fd_sc_hd__a31oi_1	17
sky130_fd_sc_hd__a221oi_1	48
sky130_fd_sc_hd__edfxtp_1	3072
sky130_fd_sc_hd__nand4_1	20
sky130_fd_sc_hd__nor2b_1	26
sky130_fd_sc_hd__a32oi_1	13
sky130_fd_sc_hd__buf_1	12
sky130_fd_sc_hd__buf_4	24
sky130_fd_sc_hd__xnor2_1	30
sky130_fd_sc_hd__dfrtp_1	55
sky130_fd_sc_hd__buf_8	14
sky130_fd_sc_hd__buf_2	92
sky130_fd_sc_hd__nor4_1	9
sky130_fd_sc_hd__and3_1	10
sky130_fd_sc_hd__a22oi_1	132
sky130_fd_sc_hd__ha_1	6
sky130_fd_sc_hd__a22o_1	19
sky130_fd_sc_hd__o22ai_1	65
sky130_fd_sc_hd__o21ai_0	31
sky130_fd_sc_hd__o211ai_1	10
sky130_fd_sc_hd__o221ai_1	41
sky130_fd_sc_hd__a221o_1	11
sky130_fd_sc_hd__o31ai_1	11
sky130_fd_sc_hd__and2_1	11
sky130_fd_sc_hd__nor3_1	28
sky130_fd_sc_hd__clkbuf_1	139
sky130_fd_sc_hd__o21ai_1	16
No activity file was given, so power comes from the tool's default toggle rates.
